`./run.sh`:
```
#!/bin/bash
# OpenROAD 26Q1-2900-gdf79404cd8, Yosys 0.63+post, stock flow scripts
make -C /OpenROAD-flow-scripts/flow DESIGN_CONFIG=/design/flow/config.mk WORK_HOME=/design/flow/orfs finish
```
`./config.mk`:
```
export PLATFORM = sky130hd
export DESIGN_NAME = al422b_2rgb_8s
export DESIGN_NICKNAME = al422b_2rgb_8s
export VERILOG_FILES = /design/flow/design.v
export SDC_FILE = /design/flow/constraint.sdc
export NUM_CORES = 4
export LEC_CHECK = 1
export CORE_AREA = 10 10 114 114
export DIE_AREA = 0 0 124 124
```
`./constraint.sdc`:
```
current_design al422b_2rgb_8s

set clk_period 2.3
set clk_io_pct 0.2

create_clock -name clk0 -period $clk_period [get_ports {in_clk}]

set non_clock_inputs [all_inputs -no_clocks]
set_input_delay [expr $clk_period * $clk_io_pct] -clock clk0 $non_clock_inputs
set_output_delay [expr $clk_period * $clk_io_pct] -clock clk0 [all_outputs]
```
`./design.v`:
```
module al422b_2rgb_8s (
	input wire in_clk, in_nrst,
	input wire [7:0] in_data,
	output reg al422_nrst,
	output wire led_clk_out, led_oe_out, led_lat_out,
	output reg [4:0] led_row,
	output wire [2:0] rgb1, rgb2
);
	reg led_oe;
	wire led_lat;
	wire led_clk;
	assign led_lat_out = led_lat;
	assign led_oe_out = ~led_oe;
	assign led_clk_out = led_clk;
	reg [7:0] pwm_cntr;
	wire [7:0] pwm_for_decoder;
	assign pwm_for_decoder = pwm_cntr;
	wire pwm_cntr_strobe, alrst_strobe;
		parameter PIXEL_COUNTER_PRELOAD = 2;
		parameter PWM_PIXEL_COUNTER_CORRECTION = 0;
		data_rx_3bytes_1RGB data_decoder(in_clk, in_nrst, in_data, pwm_for_decoder,
			led_clk, pwm_cntr_strobe, alrst_strobe, 
			rgb1, rgb2);
	parameter PIXEL_COUNTER_INIT = 8 - PIXEL_COUNTER_PRELOAD;
	parameter OE_PREDELAY=2;
	parameter OE_POSTDELAY = 2;
	parameter PIXEL_COUNTER_WIDTH = $clog2(8);
	reg [PIXEL_COUNTER_WIDTH - 1:0] pixel_counter;
	wire last_pixel_in_row;
	assign last_pixel_in_row = (pixel_counter == 8 - 1);
	always @(posedge in_clk or negedge in_nrst)
		if (~in_nrst)
			pixel_counter <= (PIXEL_COUNTER_INIT);
		else
			if (led_clk)
				if (pixel_counter == 8 - 1)
					pixel_counter <= 0;
				else
					pixel_counter <= pixel_counter + 1;
	assign led_lat = (last_pixel_in_row & led_clk);
	parameter oe_on_pixel = OE_POSTDELAY;
	parameter oe_off_pixel = 8 - OE_PREDELAY;
	always @(posedge in_clk or negedge in_nrst)
		if (~in_nrst)
			led_oe <= 1'b0;
		else
			if (pixel_counter == oe_on_pixel)
				led_oe <= 1'b1;
			else
				if (pixel_counter == oe_off_pixel)
					led_oe <= 1'b0;
	parameter last_led_row_value = 5'b00111;
	wire last_led_row;
	assign last_led_row = (led_row == last_led_row_value);
	parameter LED_ROW_INITIAL = last_led_row_value - 5'h01;
	always @(posedge in_clk or negedge in_nrst)
		if (~in_nrst)
			led_row <= LED_ROW_INITIAL;
		else
			if (led_lat)
				if (last_led_row)
					led_row <= 5'h00;
				else
					led_row <= led_row + 5'h01;
	wire row_for_alrst;
	assign row_for_alrst = (led_row == last_led_row_value - 5'b00001);
	wire pix_cntr_for_alrst;
	assign pix_cntr_for_alrst = (pixel_counter == (PIXEL_COUNTER_INIT - 1));
	wire tmp_al422_nrst_strobe;
	assign tmp_al422_nrst_strobe = alrst_strobe & pix_cntr_for_alrst & row_for_alrst;
	always @(posedge in_clk or negedge in_nrst)
		if (~in_nrst)
			al422_nrst <= 1'b1;
		else
			al422_nrst <= ~tmp_al422_nrst_strobe;
	parameter MAX_PWM_COUNTER = (1 << 2) - 2;
	wire row_for_pwm;
	assign row_for_pwm = (led_row == (last_led_row_value - 1)); 
	wire  pix_cntr_for_pwm;
	assign pix_cntr_for_pwm = (pixel_counter == (PIXEL_COUNTER_INIT + PWM_PIXEL_COUNTER_CORRECTION));
	wire tmp_pwm_strobe;
	assign tmp_pwm_strobe = pwm_cntr_strobe & pix_cntr_for_pwm & row_for_pwm; 
	always @(posedge in_clk or negedge in_nrst)
		if (~in_nrst)
			pwm_cntr <= MAX_PWM_COUNTER;
		else
			if (tmp_pwm_strobe)
				if (pwm_cntr == MAX_PWM_COUNTER)
					pwm_cntr <= 8'h00;
				else
					pwm_cntr <= pwm_cntr + 8'h01;
endmodule
module data_rx_3bytes_1RGB(
	input wire in_clk, in_nrst,
	input wire [7:0] in_data,
	input wire [7:0] pwm_value,
	output wire led_clk,
	output wire pwm_cntr_strobe,
	output wire alrst_strobe,
	output reg [2:0] rgb1, rgb2
);
	reg [1:0] phase_cntr;
	wire [2:0] phase_reg;
	assign phase_reg[0] = (phase_cntr == 2'b00);
	assign phase_reg[1] = (phase_cntr == 2'b01);
	assign phase_reg[2] = (phase_cntr == 2'b10);
	assign led_clk = phase_reg[2];
	assign pwm_cntr_strobe = phase_reg[0];
	assign alrst_strobe = phase_reg[1];
	always @(posedge in_clk or negedge in_nrst)
		if (~in_nrst)
			phase_cntr <= 2'b00;
		else
			if (phase_cntr == 2'b10)
				phase_cntr <= 2'b00;
			else
				phase_cntr <= phase_cntr + 1;
	reg [7:0] in_data_buffer;
	always @(posedge in_clk or negedge in_nrst)
		if (~in_nrst)
			in_data_buffer <= 8'h00;
		else
			in_data_buffer <= in_data;
	reg comparator_out;
	reg tmp_high, tmp_low, tmp_eq;
	wire high_comp;
	assign high_comp = (in_data_buffer [7:4] > pwm_value [7:4]);
	wire high_eq;
	assign high_eq = (in_data_buffer [7:4] == pwm_value [7:4]);
	wire low_comp;
	assign low_comp = (in_data_buffer [3:0] > pwm_value [3:0]);
	always @(posedge in_clk or negedge in_nrst)
		if (~in_nrst)
		begin
			tmp_high <= 1'b0;
			tmp_low <= 1'b0;
			tmp_eq <= 1'b0;
			comparator_out <= 1'b0;
		end
		else
		begin
			tmp_high <= high_comp;
			tmp_low <= low_comp;
			tmp_eq <= high_eq;
			comparator_out <= (tmp_high | (tmp_eq & tmp_low));
		end
	reg [2:0] tmp_rgb;
	always @(posedge in_clk or negedge in_nrst)
		if (~in_nrst)
			tmp_rgb <= 3'b0;
		else
			tmp_rgb <= {tmp_rgb[1:0],comparator_out};
	always @(posedge in_clk or negedge in_nrst)
		if (~in_nrst)
		begin
			rgb1 <= 3'b0;
			rgb2 <= 3'b0;
		end
		else
		begin
			if (phase_reg[0])
				rgb1 <= tmp_rgb;
			rgb2 <= 3'b0;
		end
endmodule
```
==> CHANGELOG.md <==
### Metrics

- Horizontal die size: 124 µm
- Total negative setup slack: 0 ps
- CTS sink count: 38
- Async set-reset flop share out of synthesis: 1.00
- Post-synthesis sequential element count: 38
- Max Fclk: 490 MHz
- Top area cell types: sky130_fd_sc_hd__dfrtp_1, sky130_fd_sc_hd__ha_1, sky130_fd_sc_hd__dfstp_2
- Antenna diode count: 0
- Final worst-path cycle share: 0.887
- Dominant flop cell: sky130_fd_sc_hd__dfrtp_1
- Post-placement worst setup slack: 168 ps
- Top Family by Delay on Critical Path: buffers and inverters
- Status: finished clean
- Sequence of cells on the critical path: nor2b_1, clkdlybuf4s50_1
- CTS Hold Bufs: 0
- Post-detailed-route DRC marker count: 0
- Layout cell share with drive strength beyond 1: 0.209
- Via count: 1,130
- Worst setup EP type: output port
- Number of library cell types mapped by synthesis: 33
- Crit path setup slack, layout: 259 ps
- Power per cell area: 536 nW/µm²
- Final Critical Period: 2040 ps
- Later-pin clock latency in the skew report: 280 ps
- Worst path required time: 1840 ps
- Iteration-0 DRC Markers: 42
- Routability Congestion: 0.766
- Maximum buffer depth of the clock tree: 2
- First-pass GRT wire length: 5.47 mm
- Yosys warns: 2
- Average size of a mapped cell: 12.4 µm²
- Post-layout total power: 1.22 mW
- Final Instance Area: 2270 µm²
- Synth top cell by count: sky130_fd_sc_hd__dfrtp_1
- Max-cap violations: 0
- Hold Vio Cnt, Final: 0
- Slew HR: 0.634
- Static leakage: 0.949 nW
- Number of antenna violations at the first check in global routing: 0
- Yosys cell count: 143
- Cell with the largest stage delay on the worst path: sky130_fd_sc_hd__clkdlybuf4s50_1
- Clock root buffer: sky130_fd_sc_hd__clkbuf_8
- Total of endpoints with negative setup slack in the final report: 0
- Routed Antenna Nets: 0
- Final Routed Wirelength: 3.25 mm
- Arrival time of the worst setup path: 1580 ps
- Core area: 10,400 µm²
- Critical setup path kind: flop to output port
- Startpoint type of the worst setup path: flop
- Fill cell count: 1,105
- Area delta synth->final: 28.3%
- Count of H-tree levels built during CTS: 2
- TritonCTS buffer count: 5
- Height of the die: 124 µm
- DP HPWL: 2.42 mm
- Maximum number of pins on one net before global-route repair: 21
- Number of cells produced by synthesis: 143
- Drt first pass iters: 4
- Setup repair after global routing missed its margin: false
- CP bufs+invs: 1
- Hold_ws: 104 ps
- Count of standard-cell rows: 37
- Area share of the largest cell type after synthesis: 0.453
- Total grt overflow: 0
- Post-synthesis chip area from yosys: 1770 µm²
- Top Ports: 25
- Worst IR drop on VDD: 0.270 mV
- Slowest cell delay on critical path: 540 ps
- Clock Skew: 5.92 ps
- Area of the die: 15,400 µm²
- Number of pins exceeding their max-slew limit in the final report: 0
- Clock tree from TritonCTS: done
- Overall track demand over capacity in global routing: 0.0440
- Top cells by count: sky130_fd_sc_hd__dfrtp_1, sky130_fd_sc_hd__inv_1, sky130_fd_sc_hd__ha_1
- Hold crit path type: primary input to asynchronous set/reset pin
- Post-synthesis cell type with the largest combined area: sky130_fd_sc_hd__dfrtp_1
- Total number of warnings across the stage logs: 29
- Number of global-route vias before repair: 1,140
- Ratio of routed vias to standard cells: 3.61
- Cell area reported after detailed placement: 2130 µm²
- Part of the Yosys area used for sequential elements: 0.542
- Post-synth tally of flip-flops with integrated enable: 0
- Pin slew with the least headroom to its limit: 544 ps
- Critical path peak fanout: 5
- Syn Std Cell Area: 1770 µm²
- Clock-pin slew of the registers on the worst-case setup and hold paths: 70 ps
- Starting utilization of the core area: 0.170
- Count of port buffers added during placement: 21
- Wire length per cell: 10.4 µm
-- path summary, 6_finish.rpt --
| check | start | endpoint | slack (ps) | cells past startpoint |
|---|---|---|---|---|
| worst max-delay path | data_decoder.phase_cntr[1]$_DFF_PN0_ | led_clk_out | 260 | 2 |
| worst min-delay path | in_nrst | data_decoder.in_data_buffer[3]$_DFF_PN0_ | 100 | 1 |
| worst max register to register | pixel_counter[1]$_DFFE_PN1P_ | pwm_cntr[0]$_DFFE_PN0P_ | 430 | 5 |
| worst min register to register | data_decoder.comparator_out$_DFF_PN0_ | data_decoder.tmp_rgb[0]$_DFF_PN0_ | 350 | 0 |
| max in group asynchronous | in_nrst | pwm_cntr[1]$_DFFE_PN1P_ | 1530 | 2 |
| min in group clk0 | data_decoder.comparator_out$_DFF_PN0_ | data_decoder.tmp_rgb[0]$_DFF_PN0_ | 350 | 0 |
-- through the flow --
stage | util | std cells
2_1_floorplan | - | 145
3_3_place_gp | 0.204 | 299
3_5_place_dp | 0.204 | 299
4_1_cts | 0.215 | 310
5_1_grt | 0.218 | 313
6_report | 0.218 | 313
-- area by class of cell --
cell class | instances | area [µm²] | area share
clock buffers | 7 | 86.3 | 0.0381
clock inverters | 1 | 5.00 | 0.00221
inverters | 18 | 67.6 | 0.0298
multi-input cells | 84 | 712 | 0.314
flip-flops and latches | 38 | 958 | 0.423
well taps | 136 | 170 | 0.0751
repair buffers | 29 | 268 | 0.118
-- cells by family after synthesis --
| family | after synthesis | share of synthesized area |
|---|---|---|
| compound gates | 17 | 0.0630 |
| xor+xnor | 7 | 0.0347 |
| fa+ha+maj | 16 | 0.113 |
| buf+inv | 23 | 0.0602 |
| flops | 38 | 0.542 |
| mux | 8 | 0.0503 |
| other cells | 1 | 0.00212 |
| simple gates | 33 | 0.134 |
-- sequential cells by signal, summed over array words and instances, names as in the netlist --
signal and flops:
data_decoder.rgb1 3, pixel_counter 3, data_decoder.comparator_out 1, al422_nrst 1, data_decoder.tmp_eq 1, data_decoder.phase_cntr 2, data_decoder.tmp_high 1, data_decoder.in_data_buffer 8
data_decoder.tmp_rgb 3, led_oe 1, data_decoder.tmp_low 1, led_row 5, pwm_cntr 8
-- placed cells by master (no fill, tap or decap), types with 2 or more instances in the layout --
cell type                          n
sky130_fd_sc_hd__o21ai_0           6
sky130_fd_sc_hd__nor2_1            6
sky130_fd_sc_hd__nand4_1           6
sky130_fd_sc_hd__mux2_2            7
sky130_fd_sc_hd__dfrtp_1          32
sky130_fd_sc_hd__nor2b_1           2
sky130_fd_sc_hd__nand2_1           5
sky130_fd_sc_hd__ha_1             15
sky130_fd_sc_hd__inv_1            17
sky130_fd_sc_hd__clkdlybuf4s50_1  19
sky130_fd_sc_hd__nand3_1           3
sky130_fd_sc_hd__o41ai_1           3
sky130_fd_sc_hd__a21oi_1           3
sky130_fd_sc_hd__buf_4             8
sky130_fd_sc_hd__dfstp_2           6
sky130_fd_sc_hd__clkbuf_8          6
sky130_fd_sc_hd__conb_1            3
sky130_fd_sc_hd__nor4_4            3
sky130_fd_sc_hd__xnor2_1           6
sky130_fd_sc_hd__nor4_1            2
-- per-layer routing --
layer | GRT usage | share of wire
met5 | 0 | 0
met1 | 0.0638 | 0.50
met4 | 0.00504 | 0.011
met3 | 0.0170 | 0.070
met2 | 0.0632 | 0.41
-- power by group --
| part | switching (mW) | internal (mW) | leakage, nW |
|---|---|---|---|
| Combinational | 0.0256 | 0.0335 | 0.438 |
| Sequential | 0.00791 | 0.690 | 0.463 |
| Clock | 0.218 | 0.242 | 0.0482 |
-- what timing repair did --
| item | in CTS | in global routing |
|---|---|---|
| gates resized | 2 | 1 |
| buffers inserted | 3 | 3 |
| setup endpoints to repair | 1 | 1 |
Power figures rest on the tool's default switching activity, not on a simulated workload.
