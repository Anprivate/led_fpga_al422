==> /design/flow/design.v <==
module data_rx_3bytes_2RGB(
	input wire in_clk, in_nrst,
	input wire [7:0] in_data,
	input wire [7:0] pwm_value,
	output wire led_clk,
	output wire pwm_cntr_strobe,
	output wire alrst_strobe,
	output reg [2:0] rgb1, rgb2
);
	reg [2:0] phase_cntr;
	wire [5:0] phase_reg;
	assign phase_reg[0] = (phase_cntr == 3'h0);
	assign phase_reg[1] = (phase_cntr == 3'h1);
	assign phase_reg[2] = (phase_cntr == 3'h2);
	assign phase_reg[3] = (phase_cntr == 3'h3);
	assign phase_reg[4] = (phase_cntr == 3'h4);
	assign phase_reg[5] = (phase_cntr == 3'h5);
	assign led_clk = phase_reg[5];
	assign pwm_cntr_strobe = phase_reg[0];
	assign alrst_strobe = phase_reg[4];
	always @(posedge in_clk or negedge in_nrst)
		if (~in_nrst)
			phase_cntr <= 3'h0;
		else
			if (phase_cntr == 3'h5)
				phase_cntr <= 3'h0;
			else
				phase_cntr <= phase_cntr + 1;
	reg [7:0] in_data_buffer;
	always @(posedge in_clk or negedge in_nrst)
		if (~in_nrst)
			in_data_buffer <= 8'h00;
		else
			in_data_buffer <= in_data;
	reg comparator_out;
	reg tmp_high, tmp_low, tmp_eq;
	wire high_comp;
	assign high_comp = (in_data_buffer [7:4] > pwm_value [7:4]);
	wire high_eq;
	assign high_eq = (in_data_buffer [7:4] == pwm_value [7:4]);
	wire low_comp;
	assign low_comp = (in_data_buffer [3:0] > pwm_value [3:0]);
	always @(posedge in_clk or negedge in_nrst)
		if (~in_nrst)
		begin
			tmp_high <= 1'b0;
			tmp_low <= 1'b0;
			tmp_eq <= 1'b0;
			comparator_out <= 1'b0;
		end
		else
		begin
			tmp_high <= high_comp;
			tmp_low <= low_comp;
			tmp_eq <= high_eq;
			comparator_out <= (tmp_high | (tmp_eq & tmp_low));
		end
	reg [2:0] tmp_rgb;
	always @(posedge in_clk or negedge in_nrst)
		if (~in_nrst)
			tmp_rgb <= 3'b0;
		else
			tmp_rgb <= {tmp_rgb[1:0],comparator_out};
	always @(posedge in_clk or negedge in_nrst)
		if (~in_nrst)
		begin
			rgb1 <= 3'b0;
			rgb2 <= 3'b0;
		end
		else
		begin
			if (phase_reg[0])
				rgb1 <= tmp_rgb;
			if (phase_reg[3])
				rgb2 <= tmp_rgb;
		end
endmodule
==> /design/flow/run.sh <==
#!/bin/bash
# OpenROAD 26Q1-2900-gdf79404cd8, Yosys 0.63+post, stock flow scripts
make -C /OpenROAD-flow-scripts/flow DESIGN_CONFIG=/design/flow/config.mk WORK_HOME=/design/flow/orfs finish
==> /design/flow/config.mk <==
export PLATFORM = sky130hd
export DESIGN_NAME = data_rx_3bytes_2RGB
export DESIGN_NICKNAME = data_rx_3bytes_2RGB
export VERILOG_FILES = /design/flow/design.v
export SDC_FILE = /design/flow/constraint.sdc
export NUM_CORES = 4
export LEC_CHECK = 1
export CORE_AREA = 10 10 103 103
export DIE_AREA = 0 0 113 113
==> /design/flow/constraint.sdc <==
current_design data_rx_3bytes_2RGB

set clk_period 3.3
set clk_io_pct 0.2

create_clock -name clk0 -period $clk_period [get_ports {in_clk}]

set non_clock_inputs [all_inputs -no_clocks]
set_input_delay [expr $clk_period * $clk_io_pct] -clock clk0 $non_clock_inputs
set_output_delay [expr $clk_period * $clk_io_pct] -clock clk0 [all_outputs]
==> results.sh <==
# yosys + openroad results
export IMPL_outcome="complete, no violations"
export IMPL_place_congestion=0.7120
export IMPL_edf_count=0
export IMPL_initCoreUtil_pct=11.35
export IMPL_cts_buffer_depth=2
export IMPL_ys_area_um2=942.2
export IMPL_power_mw=0.6012
export IMPL_numCtsBuffers=3
export IMPL_clkLatencyLatePin_ps=260
export IMPL_cp_arrival_ps=1570
export IMPL_worst_ir_drop_vdd_uv=142.9
export IMPL_grt_pass1_wl_um=2987
export IMPL_grt_util_met1_pct=3.716
export IMPL_skew_ps=1.956
export IMPL_slew_violations=0
export IMPL_min_period_ps=2232
export IMPL_setup_viol=0
export IMPL_fin_hold_ws_ps=353.6
export IMPL_seqPwrFrac_pct=55.5
export IMPL_rows=33
export IMPL_wl_per_cell_um=8.552
export IMPL_top_area_share_pct=63.75
export IMPL_netlist_instances=67
export IMPL_postRouteWirelength_um=1736
export IMPL_diodes=0
export IMPL_syn_area_per_cell_um2=14.06
export IMPL_design_area_um2=1396
export IMPL_leakagePower_nw=0.6182
export IMPL_firstDrtPassIters=3
export IMPL_cts_max_level=1
export IMPL_min_path_type="reg -> reg"
export IMPL_slew_headroom_pct=80.15
export IMPL_sw_frac_of_total_pct=19.74
export IMPL_die_x_um=113
export IMPL_area_leaders="dfrtp_1 (64%), ha_1 (12%), mux2_2 (7.2%), inv_1 (4.0%), a21oi_1 (2.1%)"
export IMPL_syn_area_um2=942.2
export IMPL_critPathMaxFanout=4
export IMPL_dieArea_um2=12770
export IMPL_syn_to_final_growth_pct=48.21
export IMPL_synthFlopType="dfrtp_1"
export IMPL_crit_path_start_kind="flip-flop"
export IMPL_maxCapViolCount=0
export IMPL_worst_pin_slew_ps=297.7
export IMPL_common_cells="dfrtp_1 (24), inv_1 (10), ha_1 (9)"
export IMPL_place_area_um2=1341
export IMPL_grtUsageMet3_pct=1.870
export IMPL_clkPwrFrac_pct=31.6
export IMPL_clk_pin_slew_ps=80
export IMPL_drt_iter0_markers=7
export IMPL_cp_end_kind="output port"
export IMPL_portBuffers=26
export IMPL_io_pins=27
export IMPL_grt_pass1_vias=641
export IMPL_grt_usage_pct=2.850
export IMPL_fmax_ghz=0.4481
export IMPL_powerDensity_nw_per_um2=430.5
export IMPL_coreArea_um2=8299
export IMPL_synth_seq_cells=24
export IMPL_avgViaCountPerCell=2.837
export IMPL_warning_count=25
export IMPL_ys_cells=67
export IMPL_grt_max_degree=25
export IMPL_rsz0062_at_grt="no"
export IMPL_hold_buffers=0
export IMPL_grt_ovfl_total=0
export IMPL_fp_dieH_um=113
export IMPL_ant_nets=0
export IMPL_critPathRequiredTime_ps=2640
export IMPL_netSwitchingPower_mw=0.1186
export IMPL_route_detailed_drc=0
export IMPL_cts_tree="yes"
export IMPL_ctsResizeCount=0
export IMPL_ys_warn_count=1
export IMPL_finalCritPeriodShare_pct=67.62
export IMPL_synth_cell_types=14
export IMPL_post_route_util_pct=16.83
export IMPL_synth_most_common_cell="dfrtp_1"
export IMPL_intPower_mw=0.4825
export IMPL_crit_type="reg -> out"
export IMPL_num_vias=576
export IMPL_finalHoldViolCount=0
export IMPL_postSynthSeqShare_pct=63.75
export IMPL_drive_gt1_share_pct=14.29
export IMPL_yosysTopAreaCell="dfrtp_1"
export IMPL_synthArstFlopShare_pct=100.0
export IMPL_post_cts_repair_setup_buffers=0
export IMPL_grt_use_met2_pct=4.032
export IMPL_pwr_share_comb_pct=12.9
export IMPL_root_buffer="clkbuf_8"
export IMPL_antenna_found_initial=0
export IMPL_setup_tns_ps=0
export IMPL_cts_sinks=24
export IMPL_grt_busiest_layer="met2"
export IMPL_dp_hpwl_um=1464
[stage by stage]
stage                     instances  setup slack [ps]
after detailed placement        199              1339
after CTS                       203              1038
after floorplan                  67              1879
final                           203              1068
after global placement          199              1356
after global routing            203             926.1
[flip-flops by register name, indices dropped and copies added, names as in the netlist]
name	cells
rgb1	3
in_data_buffer	8
comparator_out	1
tmp_eq	1
tmp_low	1
rgb2	3
phase_cntr	3
tmp_high	1
tmp_rgb	3
[placed cells by master (no fill, tap or decap), types with 2 or more instances in the layout]
| cell | Yosys | routed |
|---|---|---|
| and4_1 | 2 | 2 |
| clkdlybuf4s50_1 | 0 | 26 |
| a21oi_1 | 4 | 4 |
| nor2b_1 | 2 | 2 |
| clkbuf_8 | 0 | 4 |
| nor3_1 | 3 | 3 |
| dfrtp_1 | 24 | 24 |
| o211ai_1 | 2 | 2 |
| ha_1 | 9 | 9 |
| mux2_2 | 6 | 6 |
| inv_1 | 10 | 10 |
[power groups by stage]
stage / Sequential (mW) / Clock, mW / Combinational (mW)
CTS: 0.334 / 0.201 / 0.0811
global route: 0.338 / 0.214 / 0.0894
finish: 0.334 / 0.190 / 0.0776
[worst max-delay path: stages, from the launching register on]
cell and delay (ps):
dfrtp_1 420, inv_1 110, nor3_1 270, clkdlybuf4s50_1 520
[cells by family after synthesis]
family	count (synthesis)	synth area share [%]
adder cells (fa/ha/maj)	9	11.95
flip-flops	24	63.75
AND-OR/OR-AND	8	5.445
multiplexers	6	7.171
buffers and inverters	10	3.984
AND/OR/NAND/NOR	10	7.703
[final timing paths]
check                                    startpoint                          end  slack (ps)  depth (start not counted)
min in group asynchronous                   in_nrst  in_data_buffer[7]$_DFF_PN0_         750                          2
max in group asynchronous                   in_nrst      phase_cntr[1]$_DFF_PN0_        2320                          2
max reg2reg                 phase_cntr[1]$_DFF_PN0_          rgb2[0]$_DFFE_PN0N_        1960                          3
min                        comparator_out$_DFF_PN0_         tmp_rgb[0]$_DFF_PN0_         350                          0
min reg2reg                comparator_out$_DFF_PN0_         tmp_rgb[0]$_DFF_PN0_         350                          0
max                         phase_cntr[0]$_DFF_PN0_                      led_clk        1070                          3
[layer usage]
layer,wire [um],vias up
met5,0,-
met4,0,0
met3,238,0
met2,664,25
met1,833,262
li1,-,289
[area by class of cell]
class | instances | area (um^2)
Fill cell | 903 | 6903
Sequential cell | 24 | 600.6
Inverter | 10 | 37.54
Timing Repair Buffer | 27 | 267.8
Clock buffer | 4 | 55.05
Tap cell | 105 | 131.4
Multi-Input combinational cell | 33 | 304.0
