<file path="flow/config.mk">
export PLATFORM = sky130hd
export DESIGN_NAME = led_al422_main
export DESIGN_NICKNAME = led_al422_main
export VERILOG_FILES = /design/flow/design.v
export SDC_FILE = /design/flow/constraint.sdc
export NUM_CORES = 4
export LEC_CHECK = 1
export CORE_UTILIZATION = 30
</file>
<file path="flow/constraint.sdc">
current_design led_al422_main

set clk_period 2.6
set clk_io_pct 0.2

create_clock -name clk0 -period $clk_period [get_ports {in_clk}]

set non_clock_inputs [all_inputs -no_clocks]
set_input_delay [expr $clk_period * $clk_io_pct] -clock clk0 $non_clock_inputs
set_output_delay [expr $clk_period * $clk_io_pct] -clock clk0 [all_outputs]
</file>
<file path="flow/design.v">
module data_rx_3bytes_1RGB(
	input wire in_clk, in_nrst,
	input wire [7:0] in_data,
	input wire [7:0] pwm_value,
	output wire led_clk,
	output wire pwm_cntr_strobe,
	output wire alrst_strobe,
	output reg [2:0] rgb1, rgb2
);
	reg [1:0] phase_cntr;
	wire [2:0] phase_reg;
	assign phase_reg[0] = (phase_cntr == 2'b00);
	assign phase_reg[1] = (phase_cntr == 2'b01);
	assign phase_reg[2] = (phase_cntr == 2'b10);
	assign led_clk = phase_reg[2];
	assign pwm_cntr_strobe = phase_reg[0];
	assign alrst_strobe = phase_reg[1];
	always @(posedge in_clk or negedge in_nrst)
		if (~in_nrst)
			phase_cntr <= 2'b00;
		else
			if (phase_cntr == 2'b10)
				phase_cntr <= 2'b00;
			else
				phase_cntr <= phase_cntr + 1;
	reg [7:0] in_data_buffer;
	always @(posedge in_clk or negedge in_nrst)
		if (~in_nrst)
			in_data_buffer <= 8'h00;
		else
			in_data_buffer <= in_data;
	reg comparator_out;
	reg tmp_high, tmp_low, tmp_eq;
	wire high_comp;
	assign high_comp = (in_data_buffer [7:4] > pwm_value [7:4]);
	wire high_eq;
	assign high_eq = (in_data_buffer [7:4] == pwm_value [7:4]);
	wire low_comp;
	assign low_comp = (in_data_buffer [3:0] > pwm_value [3:0]);
	always @(posedge in_clk or negedge in_nrst)
		if (~in_nrst)
		begin
			tmp_high <= 1'b0;
			tmp_low <= 1'b0;
			tmp_eq <= 1'b0;
			comparator_out <= 1'b0;
		end
		else
		begin
			tmp_high <= high_comp;
			tmp_low <= low_comp;
			tmp_eq <= high_eq;
			comparator_out <= (tmp_high | (tmp_eq & tmp_low));
		end
	reg [2:0] tmp_rgb;
	always @(posedge in_clk or negedge in_nrst)
		if (~in_nrst)
			tmp_rgb <= 3'b0;
		else
			tmp_rgb <= {tmp_rgb[1:0],comparator_out};
	always @(posedge in_clk or negedge in_nrst)
		if (~in_nrst)
		begin
			rgb1 <= 3'b0;
			rgb2 <= 3'b0;
		end
		else
		begin
			if (phase_reg[0])
				rgb1 <= tmp_rgb;
			rgb2 <= 3'b0;
		end
endmodule
module led_al422_main(
	input wire in_clk, in_nrst,
	input wire [7:0] in_data,
	output reg al422_nrst,
	output wire led_clk_out, led_oe_out, led_lat_out,
	output reg [4:0] led_row,
	output wire [2:0] rgb1, rgb2
);
	reg led_oe;
	wire led_lat;
	wire led_clk;
	assign led_lat_out = led_lat;
	assign led_oe_out = ~led_oe;
	assign led_clk_out = led_clk;
	wire [2:0] rgb1_tmp;
	wire [2:0] rgb2_tmp;
	assign rgb1 = rgb1_tmp;
	assign rgb2 = rgb2_tmp;
	wire pwm_cntr_strobe, alrst_strobe;
	reg [8-1:0] pwm_cntr;
	wire [8-1:0] pwm_for_decoder;
	assign pwm_for_decoder = {pwm_cntr[0], pwm_cntr[1], pwm_cntr[2], pwm_cntr[3], pwm_cntr[4], pwm_cntr[5], pwm_cntr[6], pwm_cntr[7]}; 
		parameter PIXEL_COUNTER_PRELOAD = 2;
		parameter PWM_PIXEL_COUNTER_CORRECTION = 0;
		data_rx_3bytes_1RGB data_decoder(in_clk, in_nrst, in_data, pwm_for_decoder,
			led_clk, pwm_cntr_strobe, alrst_strobe, 
			rgb1_tmp, rgb2_tmp);
	parameter PIXEL_COUNTER_INIT = 64 - PIXEL_COUNTER_PRELOAD;
	parameter PIXEL_COUNTER_WIDTH = $clog2(64);
	reg [PIXEL_COUNTER_WIDTH - 1:0] pixel_counter;
	wire last_pixel_in_row;
	assign last_pixel_in_row = (pixel_counter == 64 - 1);
	always @(posedge in_clk or negedge in_nrst)
		if (~in_nrst)
			pixel_counter <= (PIXEL_COUNTER_INIT);
		else
			if (led_clk)
				if (pixel_counter == 64 - 1)
					pixel_counter <= 0;
				else
					pixel_counter <= pixel_counter + 1;
	assign led_lat = (last_pixel_in_row & led_clk);
	parameter oe_on_pixel = 2;
	parameter oe_off_pixel = 64 - 2;
	always @(posedge in_clk or negedge in_nrst)
		if (~in_nrst)
			led_oe <= 1'b0;
		else
			if (pixel_counter == oe_on_pixel)
				led_oe <= 1'b1;
			else
				if (pixel_counter == oe_off_pixel)
					led_oe <= 1'b0;
	parameter last_led_row_value = 5'b00111;
	wire last_led_row;
	assign last_led_row = (led_row == last_led_row_value);
	parameter LED_ROW_INITIAL = last_led_row_value - 5'h01;
	always @(posedge in_clk or negedge in_nrst)
		if (~in_nrst)
			led_row <= LED_ROW_INITIAL;
		else
			if (led_lat)
				if (last_led_row)
					led_row <= 5'h00;
				else
					led_row <= led_row + 5'h01;
	wire row_for_alrst;
	assign row_for_alrst = (led_row == last_led_row_value - 5'b00001);
	wire pix_cntr_for_alrst;
	assign pix_cntr_for_alrst = (pixel_counter == (PIXEL_COUNTER_INIT - 1));
	wire tmp_al422_nrst_strobe;
	assign tmp_al422_nrst_strobe = alrst_strobe & pix_cntr_for_alrst & row_for_alrst;
	always @(posedge in_clk or negedge in_nrst)
		if (~in_nrst)
			al422_nrst <= 1'b1;
		else
			al422_nrst <= ~tmp_al422_nrst_strobe;
	parameter MAX_PWM_COUNTER = (1 << 8) - 2;
	wire row_for_pwm;
	assign row_for_pwm = (led_row == (last_led_row_value - 1)); 
	wire  pix_cntr_for_pwm;
	assign pix_cntr_for_pwm = (pixel_counter == (PIXEL_COUNTER_INIT + PWM_PIXEL_COUNTER_CORRECTION));
	wire tmp_pwm_strobe;
	assign tmp_pwm_strobe = pwm_cntr_strobe & pix_cntr_for_pwm & row_for_pwm; 
	always @(posedge in_clk or negedge in_nrst)
		if (~in_nrst)
			pwm_cntr <= MAX_PWM_COUNTER;
		else
			if (tmp_pwm_strobe)
				if (pwm_cntr == MAX_PWM_COUNTER)
					pwm_cntr <= 0;
				else
					pwm_cntr <= pwm_cntr + 1;
endmodule
</file>
<file path="flow/run.sh">
#!/bin/bash
# OpenROAD 26Q1-2900-gdf79404cd8, Yosys 0.63+post, stock flow scripts
make -C /OpenROAD-flow-scripts/flow DESIGN_CONFIG=/design/flow/config.mk WORK_HOME=/design/flow/orfs finish
</file>
==> flow_metrics.env <==
# implementation run metrics
export IMPL_final_setup_tns_ns=0
export IMPL_ys_ff=41
export IMPL_antenna_found_initial=0
export IMPL_cpPeakStageDelay_ns=0.58
export IMPL_synthCells=172
export IMPL_vdd_drop_max_mv=0.239
export IMPL_grt_pass1_vias=1167
export IMPL_slowest_stage="dfstp_2"
export IMPL_ios=25
export IMPL_drc=0
export IMPL_cts_sinks=41
export IMPL_io_buffer_count=21
export IMPL_yosysWarnings=2
export IMPL_cts_tree="built"
export IMPL_grt_overflow=0
export IMPL_synthArstFlopShare=1.00
export IMPL_cp_max_fo=5
export IMPL_critPathTopFamily="flip-flops"
export IMPL_clk_insertion_delay_late_ns=0.30
export IMPL_powerDensity_mw_per_mm2=536
export IMPL_worstMarginPinSlew_ns=0.507
export IMPL_root_buffer="clkbuf_8"
export IMPL_yosys_top_cells_count="dfrtp_1, inv_1, dfstp_2, ha_1, o21ai_1"
export IMPL_rr_startpoint="led_row[1]"
export IMPL_hold_violations=0
export IMPL_status="completed"
export IMPL_drt_initial_drc_count=46
export IMPL_wl_per_cell_um=11.3
export IMPL_syn_avg_cell_area_um2=11.2
export IMPL_clkSlewWorstSetupHoldPaths_ns=0.08
export IMPL_yosysTopAreaCellShare=0.338
export IMPL_critPathKind="flip-flop to primary output"
export IMPL_rows=28
export IMPL_setup_viol=0
export IMPL_die_area_mm2=0.00674
export IMPL_ys_cells=172
export IMPL_finalMaxSlewViolations=0
export IMPL_r2r_cells=5
export IMPL_worst_ep_required_time_ns=2.08
export IMPL_yosys_area_mm2=0.00193
export IMPL_initCoreUtil=0.318
export IMPL_tool_warnings=29
export IMPL_cts_resized=0
export IMPL_syn_to_final_growth_pct=20.7
export IMPL_flop_cell="dfrtp_1"
export IMPL_p_total_uw=1250
export IMPL_edf_count=0
export IMPL_cts_buffers=5
export IMPL_cp_arrival_ns=1.79
export IMPL_drv_cap=0
export IMPL_cts_setup_buffers=0
export IMPL_antennaDiodeCount=0
export IMPL_dp_hpwl_mm=2.09
export IMPL_gp_congestion=0.798
export IMPL_vias=1241
export IMPL_fmax_ghz=0.432
export IMPL_grt_usage=0.107
export IMPL_yosys_stat_seqShare=0.543
export IMPL_skew_ns=0.00793
export IMPL_r2r_slack_ns=0.70
export IMPL_path_cells="and4_4, and3_1, clkdlybuf4s50_1"
export IMPL_r2r_end="pwm_cntr[6]"
export IMPL_hold_path_class="input port to asynchronous set/reset pin"
export IMPL_slew_headroom=0.662
export IMPL_netlist_top_cell_by_area="dfrtp_1"
export IMPL_cp_num_buf_inv=1
export IMPL_h_tree_depth=2
export IMPL_critPathCaptureType="primary output"
export IMPL_crit_path_start_kind="flip-flop"
export IMPL_totalWireLength_mm=3.08
export IMPL_ys_types=39
export IMPL_period_needed_ns=2.31
export IMPL_cp_depth=3
export IMPL_hold_buffers=0
export IMPL_rsz0062_at_grt="false"
export IMPL_core_mm2=0.00606
export IMPL_p_leak_uw=0.00101
export IMPL_top_cell="dfrtp_1"
export IMPL_ant_nets=0
export IMPL_post_route_period_util=0.890
export IMPL_grt_max_degree=42
export IMPL_grt_first_pass_wirelength_mm=5.36
export IMPL_first_pass_iters=5
export IMPL_cts_buffer_depth=2
export IMPL_utilization=0.383
export IMPL_die_x_um=82.1
export IMPL_top_cells_by_area="dfrtp_1, dfstp_2, ha_1"
export IMPL_synth_area_mm2=0.00193
export IMPL_fp_dieH_um=82.1
export IMPL_viasPerCell=4.55
export IMPL_drive_gt1_frac=0.162
## logic make-up after synthesis
family,share of synthesized area
other cells,0.00195
buf+inv,0.0578
simple gates,0.142
compound gates,0.108
fa+ha+maj,0.0975
flops,0.543
xor+xnor,0.0227
mux,0.0279
## metrics by stage
step / hold WS (ns) / area [µm²] / cells / worst slack [ns]
global placement: 0.334 / 2200 / 265 / 0.630
floorplan: 0.224 / 1930 / 174 / 1.02
finish: 0.270 / 2320 / 273 / 0.285
CTS: 0.288 / 2320 / 273 / 0.279
detailed placement: 0.335 / 2200 / 265 / 0.617
global route: 0.310 / 2320 / 273 / 0.241
## where the power goes
part / switching [µW] / internal, µW
Clock: 220 / 312
Combinational: 21.9 / 29.1
Sequential: 6.25 / 657
Total: 248 / 998
## worst reg2reg max path, cell delays in order, from the launching register on
cell      delay, ns
dfstp_2        0.57
ha_1           0.15
and4bb_1       0.24
nand4_2        0.35
or3_1          0.46
o21ai_1        0.08
## metal layers
| metal | GRT usage | share of wire |
|---|---|---|
| met2 | 0.160 | 0.43 |
| met3 | 0.0312 | 0.047 |
| met1 | 0.163 | 0.51 |
| met4 | 0.0123 | 0.014 |
| met5 | 0 | 0 |
## registers in the layout, indices dropped and copies added (netlist names), 2 cells and up
signal                       count
data_decoder.in_data_buffer      8
data_decoder.phase_cntr          2
data_decoder.rgb1                3
data_decoder.tmp_rgb             3
led_row                          5
pixel_counter                    6
pwm_cntr                         8
## worst max path at each step
stage / startpoint / endpoint / slack, ns
4_1_cts: pixel_counter[4] / led_lat_out / 0.28
5_1_grt: pixel_counter[3] / led_lat_out / 0.24
6_report: pixel_counter[4] / led_lat_out / 0.29
## cells in the final DEF, fill, tap and decap left out, drive strengths merged, types with 4 or more instances in the layout
cell type and n:
buf 4, dfrtp 26, ha 15, nand4 6
inv 16, nand2 9, dfstp 15, a21o 4
clkdlybuf4s50 20, xnor2 4, nor2 7, clkbuf 6
nand3 4, o21ai 17, and3 6, a21oi 7
## area by class of cell
class                      count  area, µm²
clock buffer                   6       82.6
timing repair buffer          24        228
sequential                    41       1040
fill                         581       3740
clock inverter                 2       37.5
multi-input combinational    109        777
tap                           75       93.8
inverter                      16       60.1
No activity file was given, so power comes from the tool's default toggle rates.
